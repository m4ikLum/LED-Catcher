File: /design/flow/run.sh
#!/bin/bash
# OpenROAD 26Q1-2900-gdf79404cd8, Yosys 0.63+post, stock flow scripts
make -C /OpenROAD-flow-scripts/flow DESIGN_CONFIG=/design/flow/config.mk WORK_HOME=/design/flow/orfs finish
File: /design/flow/config.mk
export PLATFORM = sky130hd
export DESIGN_NAME = three_sec_clk_div
export DESIGN_NICKNAME = three_sec_clk_div
export VERILOG_FILES = /design/flow/design.v
export SDC_FILE = /design/flow/constraint.sdc
export NUM_CORES = 4
export LEC_CHECK = 1
export CORE_AREA = 10 10 108 108
export DIE_AREA = 0 0 118 118
File: /design/flow/constraint.sdc
current_design three_sec_clk_div

set clk_period 5.4
set clk_io_pct 0.2

create_clock -name clk0 -period $clk_period [get_ports {clk_in}]

set non_clock_inputs [all_inputs -no_clocks]
set_input_delay [expr $clk_period * $clk_io_pct] -clock clk0 $non_clock_inputs
set_output_delay [expr $clk_period * $clk_io_pct] -clock clk0 [all_outputs]
File: /design/flow/design.v
`timescale 1ns / 1ps
module three_sec_clk_div (
	input clk_in,
	input rst,
	output reg divided_clk
    );
parameter toggle_value = 300_000_000;  
reg[32:0] cnt;
always@(posedge clk_in or posedge rst)
begin
	if (rst==1) begin
		cnt <= 0;
		divided_clk <= 0;
	end
	else begin
		if (cnt==toggle_value) begin
			cnt <= 0;
			divided_clk <= ~divided_clk;
		end
		else begin
			cnt <= cnt +1;
			divided_clk <= divided_clk;		
		end
	end
end
endmodule
==> job_summary.md <==
### Flow metrics

| Metric | Value |
|---|---|
| Status | completed |
| Leakage | 0.000785 uW |
| Placer Congestion | 0.874 |
| Number of enable flip-flop cells | 0 |
| FP Util | 0.191 |
| Final setup vio count | 0 |
| Final critical-path required period | 2.19 ns |
| Peak VDD IR | 0.160 mV |
| Layout cells sized above 1 | 0.0989 |
| Final Skew | 0.00476 ns |
| Final count of hold timing violations | 0 |
| CP startpoint kind | flop |
| Remaining DRCs | 0 |
| Router iterations before antenna repair | 4 |
| RSZ-0062 raised after global routing | false |
| Cell taking the most area after synthesis | dfrtp_1 |
| Setup repair bufs after CTS | 0 |
| Top cells by count | 34 x dfrtp_1, 19 x xnor2_1, 13 x nand4_1, 13 x nor2_1, 10 x nand3_1 |
| Routed Antenna Nets | 0 |
| OpenROAD warning count | 26 |
| Cell area leaders | dfrtp_1 48%, xnor2_1 9.4%, nand4_1 4.6% |
| Seq/Total Area, Yosys | 0.481 |
| YS chip area | 1770 um^2 |
| Avg Inst Size Synth | 10.3 um^2 |
| Chip width | 118 um |
| Crit Path Max Fanout | 2 |
| # rows | 35 |
| Pwr/cell area | 220 nW/um^2 |
| WP data arrival | 1.11 ns |
| Setup_tns | 0 ns |
| CP bufs+invs | 1 |
| Largest net degree at the start of global routing | 35 |
| Yosys cell types | 31 |
| Wire length per cell | 11.8 um |
| Clock buffer depth | 2 |
| Synth warnings | 1 |
| Most instantiated library cell after synthesis | dfrtp_1 |
| Worst path max stage delay | 0.47 ns |
| Critical path's top delay family | buffers and inverters |
| Initial DRC Count | 93 |
| Mapped Area | 1770 um^2 |
| Post-placement cell count | 303 |
| Vias in the first global route | 1268 |
| Max-capacitance violation count | 0 |
| GRT Residual Overflow | 0 |
| Final Non-Filler Cells | 311 |
| Post-CTS Hold Fix Bufs | 0 |
| First-pass GRT wire length | 6390 um |
| Clk sinks | 34 |
| Crit. End Element | output pin |
| Core Area | 9280 um^2 |
| Die y size | 118 um |
| Clock H-tree levels | 2 |
| Hold Crit Class | flop to flop |
| Synth top area share | 0.481 |
| PortBufs | 2 |
| Initial antenna violation count | 0 |
| Yosys cell count | 172 |
| Slew HR | 0.511 |
| Commonest flop | dfrtp_1 |
| Area Overhead vs Synth | 15.8% |
| Peak Freq | 0.457 GHz |
| Cell count after synthesis | 172 |
| DRT Wirelength | 3670 um |
| Cycle use final | 0.405 |
| Max-slew violations | 0 |
| Final HPWL DP | 2540 um |
| Yosys reg bits | 34 |
| Worst EP required | 4.32 ns |
| Via total after detailed routing | 1332 |
| Fraction of registers with async set/reset | 1.00 |
| I/O pin count | 3 |
| Clk slew on worst S/H paths | 0.07 ns |
| Chip area | 13900 um^2 |
| Worst-Skew Late Latency | 0.28 ns |
| Slowest stage cell, crit path | clkdlybuf4s50_1 |
| Post-CTS sizing | 0 |
| GRT Total Usage | 0.0527 |
| Setup CP Type | flop to output pin |
| Root Driver | clkbuf_8 |
| Crit-path cells | clkdlybuf4s50_1 |
| CTS tree | done |
| Vias/cell | 4.28 |
| # diodes | 0 |
| Util after Layout | 0.221 |
| Slew @ Worst Pin | 0.728 ns |
| Num CTS Buffers | 5 |
[power by group]
part           switching (uW)  total, uW  internal (uW)
combinational            4.85       6.00           1.16
clock                    88.2        191            103
sequential                  0        255            255
total                    93.0        452            359
[metal layers]
metal | part of all wire | GRT usage | up-vias
met3 | 0.039 | 0.0117 | 4
met1 | 0.51 | 0.0792 | 659
met4 | 0.0068 | 0.00618 | 0
met5 | 0 | 0 | -
met2 | 0.44 | 0.0776 | 17
li1 | - | - | 652
[flip-flops by register name, summed over array words and instances, names as in the netlist]
name,count
cnt,33
divided_clk,1
[stage by stage]
step / total power (uW) / setup slack (ns) / hold slack (ns) / instance area [um^2]
after floorplan: 263 / 3.57 / 0.420 / 1770
after global placement: 266 / 3.50 / 0.457 / 1960
after detailed placement: 266 / 3.51 / 0.459 / 1960
after CTS: 458 / 3.19 / 0.475 / 2050
after global routing: 465 / 3.14 / 0.513 / 2050
final: 452 / 3.21 / 0.468 / 2050
[cells by family after synthesis]
| group | after synthesis | share of synthesized area |
|---|---|---|
| buffers and inverters | 7 | 0.0170 |
| AND-OR/OR-AND | 12 | 0.0354 |
| AND/OR/NAND/NOR | 91 | 0.324 |
| flip-flops | 34 | 0.481 |
| adder cells (fa/ha/maj) | 2 | 0.0141 |
| XOR/XNOR | 26 | 0.129 |
[worst paths after layout]
kind / depth (start not counted) / end / slack, ns / from
max reg2reg: 5 / cnt[32]$_DFF_PP0_ / 3.47 / cnt[0]$_DFF_PP0_
max in group asynchronous: 3 / cnt[14]$_DFF_PP0_ / 3.91 / rst
min: 1 / divided_clk$_DFFE_PP0N_ / 0.47 / divided_clk$_DFFE_PP0N_
min in group asynchronous: 3 / cnt[7]$_DFF_PP0_ / 1.18 / rst
max: 1 / divided_clk / 3.21 / divided_clk$_DFFE_PP0N_
min reg2reg: 1 / divided_clk$_DFFE_PP0N_ / 0.47 / divided_clk$_DFFE_PP0N_
[placed cells by master (no fill, tap or decap), types with 2 or more instances in the layout]
| cell | Yosys | layout |
|---|---|---|
| dfrtp_1 | 34 | 34 |
| xnor2_1 | 19 | 19 |
| nor2_1 | 13 | 13 |
| nand4_1 | 13 | 13 |
| nand3_1 | 10 | 10 |
| nand2_1 | 9 | 9 |
| xor2_1 | 7 | 7 |
| nor3_1 | 6 | 6 |
| a21oi_1 | 6 | 6 |
| clkbuf_8 | 0 | 6 |
| and4_1 | 5 | 5 |
| and3_1 | 5 | 5 |
| o21ai_0 | 5 | 5 |
| nor4b_1 | 5 | 5 |
| nand4b_1 | 5 | 5 |
| inv_1 | 4 | 4 |
| or3_1 | 4 | 4 |
| nor4_1 | 4 | 4 |
| buf_4 | 0 | 3 |
| nand3_2 | 2 | 2 |
| or4_1 | 2 | 2 |
| ha_1 | 2 | 2 |
| clkdlybuf4s50_1 | 0 | 2 |
[layout make-up]
class,count,area (um^2)
Fill cell,1017,7230
Multi-Input combinational cell,131,888
Sequential cell,34,851
Tap cell,129,161
Clock buffer,7,86.3
Timing Repair Buffer,5,42.5
Inverter,4,15.0
Clock inverter,1,5.00
Power figures rest on the tool's default switching activity, not on a simulated workload.
